$ cat config.mk
export PLATFORM = sky130hd
export DESIGN_NAME = hbc
export DESIGN_NICKNAME = hbc
export VERILOG_FILES = /design/flow/design.v
export SDC_FILE = /design/flow/constraint.sdc
export NUM_CORES = 4
export LEC_CHECK = 1
export CORE_UTILIZATION = 30
$ cat constraint.sdc
current_design hbc

set clk_period 4.4
set clk_io_pct 0.2

create_clock -name clk0 -period $clk_period [get_ports {i_clk}]

set non_clock_inputs [all_inputs -no_clocks]
set_input_delay [expr $clk_period * $clk_io_pct] -clock clk0 $non_clock_inputs
set_output_delay [expr $clk_period * $clk_io_pct] -clock clk0 [all_outputs]
$ cat design.v
module hbc
	(
		input 			i_clk,
		input 			i_rstn,
		input 		  	i_cfg_access,
		input         	i_mem_valid,
		output        	o_mem_ready,
		input  [3:0]  	i_mem_wstrb,
		input  [31:0] 	i_mem_addr,
		input  [31:0] 	i_mem_wdata,
		output [31:0] 	o_mem_rdata,
		output       	o_csn0,
		output		 	o_csn1,
		output       	o_clk,
		output       	o_clkn,
		output [7:0] 	o_dq,
		input  [7:0] 	i_dq,
		output       	o_dq_de,
		output       	o_rwds,
		input        	i_rwds,
		output       	o_rwds_de,
		output       	o_resetn
	);
	parameter IDLE 			= 0;
	parameter CAs 			= 1;
	parameter WR_LATENCY 	= 2;
	parameter WRITE 		= 3;
	parameter READ 			= 4;
	parameter DONE 			= 5;
	parameter WRITE_LATENCY = 6*2+10 - 1;
	reg 	[2:0] 	state;
	reg 	[47:0] 	ca;
	reg 	[31:0] 	wdata;
	reg 	[3:0]	wstrb;
	integer 		counter;
	reg 			mem_ready;
	reg 	[31:0] 	mem_rdata;
	reg 			rwds_d;
	wire 			rwds_valid;
	wire 	[7:0] 	ca_words[5:0];
	wire 	[7:0] 	wdata_words[3:0];
	wire 	[3:0] 	wstrb_words;
	always @(posedge i_clk or negedge i_rstn) begin
		if(!i_rstn) begin
			ca 			<= 48'h0;
			state 		<= IDLE;
			mem_ready 	<= 1'b0;
			mem_rdata 	<= 0;
			counter 	<= 0;
		end else begin
			rwds_d <= i_rwds;
			case (state)
				IDLE : begin 
					mem_ready 		<= 1'b0;
					if(i_mem_valid && !mem_ready) begin
						ca[47] 		<= ~(|i_mem_wstrb);
						ca[46] 		<= i_cfg_access;
						ca[45] 		<= (|i_mem_wstrb) & i_cfg_access;
						ca[44:16] 	<= i_mem_addr[31:3];
						ca[15:3] 	<= 0;
						ca[2:0] 	<= i_mem_addr[2:0];
						wdata 		<= i_mem_wdata;
						wstrb 		<= i_mem_wstrb;
						counter		<= 5;
						state 		<= CAs;
					end
				end
				CAs: begin
					if(counter) begin
						counter 	<= counter - 1;
					end else if(ca[47]) begin  
						counter 	<= 3;
						state   	<= READ;
					end else begin
						if (ca[46]) begin  
							counter <= 1;
							state 	<= WRITE;
						end else begin  
							counter <= WRITE_LATENCY;
							state   <= WR_LATENCY;
						end
					end
				end
				WR_LATENCY: begin
					if(counter) begin
						counter <= counter - 1;
					end else begin
						counter <= 3;
						state 	<= WRITE;
					end 
				end
				WRITE: begin
					if(counter) begin
						counter <= counter - 1;
					end else begin
						state 	<= DONE;
					end 
				end 
				READ : begin
					if(rwds_valid) begin
						case (counter) 
							3: mem_rdata[15:8] 	<= i_dq;
							2: mem_rdata[7:0] 	<= i_dq;
							1: mem_rdata[31:24] <= i_dq;
							0: mem_rdata[23:16] <= i_dq;
						endcase	
						if(counter) begin
							counter <= counter - 1;
						end else begin 
							state 	<= DONE;
						end
					end
				end
				DONE: begin
					mem_ready 	<= 1'b1;
					state 		<= IDLE;
				end
			endcase 
		end 	
	end
	assign rwds_valid 		= (rwds_d | i_rwds);
	assign ca_words[5] 		= ca[47:40];
	assign ca_words[4] 		= ca[39:32];
	assign ca_words[3] 		= ca[31:24];
	assign ca_words[2] 		= ca[23:16];
	assign ca_words[1] 		= ca[15:8];
	assign ca_words[0] 		= ca[7:0];
	assign wdata_words[3] 	= wdata[15:8];
	assign wdata_words[2] 	= wdata[7:0];
	assign wdata_words[1] 	= ca[46]?wdata[15:8]:wdata[31:24];
	assign wdata_words[0] 	= ca[46]?wdata[7:0]:wdata[23:16];
	assign wstrb_words 		= {wstrb[1], wstrb[0], wstrb[3], wstrb[2]};
	reg bus_clk;
	always @(negedge i_clk or negedge i_rstn) begin
		if(!i_rstn)
			bus_clk <= 0;
		else
			bus_clk <= o_csn0 ? 0 : ~bus_clk;
	end
	assign o_csn0 		= 	(state == IDLE || state == DONE);
	assign o_csn1 		= 	1'b1;
	assign o_clk 		= 	bus_clk;
	assign o_clkn 		= 	~o_clk;
	assign o_resetn 	= 	i_rstn;
	assign o_dq 		= 	(state == CAs)?		ca_words[counter]:
							(state == WRITE)?	wdata_words[counter]:8'h0;
	assign o_rwds 		= 	(state == WRITE)?	~wstrb_words[counter]:1'b0;
	assign o_dq_de 		= 	(state == WRITE || state == CAs);
	assign o_rwds_de 	= 	(state == WRITE) && (~ca[46]);
	assign o_mem_ready 	=	mem_ready;
	assign o_mem_rdata 	= 	mem_rdata;
endmodule
$ cat run.sh
#!/bin/bash
# OpenROAD 26Q1-2900-gdf79404cd8, Yosys 0.63+post, stock flow scripts
make -C /OpenROAD-flow-scripts/flow DESIGN_CONFIG=/design/flow/config.mk WORK_HOME=/design/flow/orfs finish
==> results_dict.tcl <==
# implementation run metrics
set metrics [dict create \
    status "finished clean" \
    ant_nets 0 \
    crit_slowest_cell "clkdlybuf4s50_1" \
    yosysChipArea_um2 6728 \
    warnings 29 \
    wl_per_cell_um 16.39 \
    cts.reportedPaths.clkPinSlew_ns 0.05 \
    stdcell_area_um2 8901 \
    cellPowerDensity_nw_per_um2 403.6 \
    critical_path_arrival_ns 3.44 \
    synth_seq_share_pct 56.33 \
    ir_drop_v 0.0002144 \
    hp-class "flip-flop to flip-flop" \
    power_w 0.003593 \
    yosys_warnings 1 \
    grt_overflow 0 \
    layout-drive-gt1-share_pct 21.68 \
    slew_headroom_pct 49.96 \
    grt_pass1_wl_um 24850 \
    power.leakage_nw 3.594 \
    cp_max_fo 3 \
    antenna_found_initial 0 \
    worst_slew_pin_slew_ns 0.7438 \
    numPortBuffers 128 \
    drv_cap 0 \
    cts.sinks 144 \
    placed_area_um2 8300 \
    die_w_um 151.8 \
    wl_um 15700 \
    drc 0 \
    lay_top_cells "clkdlybuf4s50_1 (126), dfrtp_1 (105), mux2_2 (72)" \
    syn_inst 537 \
    rsz0062_at_grt "false" \
    drt-vias-per-instance 4.945 \
    finalClockSkew_ns 0.02259 \
    grt_usage_pct 14.43 \
    antenna_cells 0 \
    crit_path_max_incr_delay_ns 0.44 \
    syn_area_um2 6728 \
    grt_max_degree 59 \
    chipArea_um2 23030 \
    cts_made_buffers 17 \
    crit_type "flip-flop to output pin" \
    io_pins 130 \
    htreeDepth 4 \
    holdBufCountCts 0 \
    hold_viol 0 \
    crit_chain "inv_1, clkdlybuf4s50_1" \
    mostFrequentLayoutCell "clkdlybuf4s50_1" \
    crit_path_end_kind "output pin" \
    syn_avg_cell_area_um2 12.53 \
    cts_tree "done" \
    ys_async_sr_fraction_pct 74.31 \
    syn_to_final_growth_pct 32.30 \
    fp_util_pct 30.73 \
    ff_type "dfrtp_1" \
    synth_cell_type_count 61 \
    vias 4737 \
    gp_congestion 0.8581 \
    cp.required_ns 3.52 \
    slew_violations 0 \
    clk_path_buf_depth 2 \
    fill_cells 2029 \
    start_kind "flip-flop" \
    firstDrtPassIters 6 \
    setup_viol 0 \
    ys_cells 537 \
    place_hpwl_um 11120 \
    drtIter0Drc 239 \
    rows 54 \
    synth-seq-cells 144 \
    path_buffers 2 \
    setup_tns_ns 0 \
    core_um2 21890 \
    edf_count 37 \
    root_buffer "clkbuf_16" \
    clkLatencyLatePin_ns 0.42 \
    cp_top_family "buffers and inverters" \
    die_h_um 151.8 \
    grt_pass1_vias 4786 \
]
## registers in the layout, indices dropped and copies added (netlist names)
signal,cells
state,6
counter,32
mem_ready,1
bus_clk,1
wstrb,4
rwds_d,1
mem_rdata,32
wdata,32
ca,35
## cells by family after synthesis
group	synth area share (%)
mux	14.34
other cells	0.05574
xor+xnor	2.864
simple gates	14.15
flops	56.33
fa+ha+maj	1.116
buf+inv	2.325
compound gates	8.816
## power by group
| group | switching, W | internal [W] |
|---|---|---|
| sequential | 0.0000969 | 0.00144 |
| combinational | 0.000307 | 0.000298 |
| clock | 0.000601 | 0.000854 |
## routing by layer
| metal | part of all wire (%) | GRT usage (%) | vias up |
|---|---|---|---|
| met5 | 0 | 0 | - |
| met4 | 0.93 | 1.832 | 0 |
| met3 | 8.8 | 5.710 | 14 |
| met2 | 46 | 21.45 | 195 |
| li1 | - | - | 2260 |
| met1 | 45 | 21.03 | 2268 |
## worst paths after layout
check,start,to,slack (ns),cells after the start
max,bus_clk$_DFF_NN0_,o_clkn,0.08,2
min,bus_clk$_DFF_NN0_,bus_clk$_DFF_NN0_,0.38,1
max reg2reg,counter[0]$_DFFE_PN0P_,counter[29]$_DFFE_PN0P_,1.04,9
min reg2reg,bus_clk$_DFF_NN0_,bus_clk$_DFF_NN0_,0.38,1
max in group asynchronous,i_rstn,bus_clk$_DFF_NN0_,1.93,1
min in group asynchronous,i_rstn,mem_ready$_DFFE_PN0P_,0.59,2
## cell usage after synthesis (5+ instances only)
library cell	instances	area share (%)
dfrtp_1	105	39
mux2_2	72	12
nor2_1	39	2.2
edfxtp_1	37	17
nand2_1	34	1.9
o21ai_0	27	2.0
xnor2_1	19	2.5
nor4_1	17	1.6
clkbuf_1	16	0.89
a22oi_1	14	1.6
nor3_1	10	0.74
a21oi_1	8	0.60
a222oi_1	8	1.2
a22o_1	8	1.0
inv_1	8	0.45
mux2_4	8	1.8
nand3_1	7	0.52
ha_1	6	1.1
or3_1	6	0.56
buf_2	5	0.37
nand4_1	5	0.46
or2_2	5	0.46
or4_1	5	0.56
## layout make-up
type / instances / area (um2) / share of cell area, %
Sequential cell: 144 / 3790 / 42.58
Multi-Input combinational cell: 357 / 2784 / 31.28
Timing Repair Buffer: 137 / 1349 / 15.15
Clock buffer: 17 / 425.4 / 4.779
Tap cell: 280 / 350.3 / 3.936
Clock inverter: 15 / 172.7 / 1.940
Inverter: 8 / 30.03 / 0.3374
## metrics by stage
| step | std cells | hold slack (ns) | setup slack [ns] | util [%] |
|---|---|---|---|---|
| 2_1_floorplan | 537 | 0.3430 | 0.7268 | - |
| 3_3_place_gp | 926 | 0.3839 | 0.4449 | 37.92 |
| 3_5_place_dp | 926 | 0.3886 | 0.4456 | 37.92 |
| 4_1_cts | 958 | 0.3896 | 0.01753 | 40.65 |
| 5_1_grt | 958 | 0.4088 | 0.01698 | 40.66 |
| 6_report | 958 | 0.3810 | 0.07681 | 40.66 |
## repair_timing
item                       in CTS  in global routing
setup endpoints to repair       0                  1
buffers inserted                0                  0
hold endpoints to repair        0                  0
gates resized                   0                  1
Power figures rest on the tool's default switching activity, not on a simulated workload.
